==> ./design.v <==
module RF(
        input clk,
        input rst,
        input we,
        input we2, 
        input [4:0]waddr2, 
        input[31:0]wdata2, 
        input [4:0] raddr1,
        input [4:0] raddr2,
        input [4:0] waddr,
        input [31:0] wdata,
        output [31:0] rdata1,
        output [31:0] rdata2
        );
    reg [31:0] data [0:31];
    reg [8:0] i;
    reg [31:0] a1,a2;
    initial
    begin
    a1=0;
    a2=0;
    for(i=0;i<32;i=i+1)
     begin 
      begin
            data[i]=i;
      end
     data[3]=-1;
     data[4]=2;
     data[2]=8;
     data[0]=177;
     data[5]=177;
     data[6]=65793;data[7]=3;
     end
    end
    always@(posedge clk or posedge rst) 
    begin
        if(rst)  for(i=0;i<32;i=i+1) begin
            data[i]<=32'b0;
        end
        else begin
            if(we) data[waddr]<=wdata;
            if(we2) data[waddr2]<=wdata2;
        end
    end
    always@(*)
    begin
    a1=data[raddr1];
    a2=data[raddr2];
    end
    assign rdata1=a1;
    assign rdata2=a2;
endmodule
==> ./run.sh <==
#!/bin/bash
# OpenROAD 26Q1-2900-gdf79404cd8, Yosys 0.63+post, stock flow scripts
make -C /OpenROAD-flow-scripts/flow DESIGN_CONFIG=/design/flow/config.mk WORK_HOME=/design/flow/orfs finish
==> ./config.mk <==
export PLATFORM = sky130hd
export DESIGN_NAME = RF
export DESIGN_NICKNAME = RF
export VERILOG_FILES = /design/flow/design.v
export SDC_FILE = /design/flow/constraint.sdc
export NUM_CORES = 4
export LEC_CHECK = 1
export CORE_UTILIZATION = 30
==> ./constraint.sdc <==
current_design RF

set clk_period 12.0
set clk_io_pct 0.2

create_clock -name clk0 -period $clk_period [get_ports {clk}]

set non_clock_inputs [all_inputs -no_clocks]
set_input_delay [expr $clk_period * $clk_io_pct] -clock clk0 $non_clock_inputs
set_output_delay [expr $clk_period * $clk_io_pct] -clock clk0 [all_outputs]
==> results_slide.txt <==
Physical Implementation Snapshot

Status
  – Result of the run: finished clean

Cells and area
  – Top flop regs: data: 1024 flops
  – Signed area change from the synthesized netlist to the final layout: 16.0%
  – Most used cells in the layout excluding fill and tap cells: sky130_fd_sc_hd__mux2i_1 (1,054), sky130_fd_sc_hd__dfrtp_1 (1,024), sky130_fd_sc_hd__nand3_1 (815)
  – Fraction of layout instances using a drive strength above 1: 10.5%
  – Register with the most flip-flops: data
  – Flip-flop count of the largest register, all copies and words added: 1,024
  – Most common cell after layout, fill and taps aside: sky130_fd_sc_hd__mux2i_1

Clocking
  – # H-tree levels: 4
  – Num CTS Buffers: 130
  – Hold_buf cts: 0
  – Clock latency reported for the late side of the worst-skew pair: 0.80 ns
  – TritonCTS clock tree: done
  – Clock sinks: 1,024
  – Reg clk slew, reported paths: approximately 0.070 ns
  – Quantity of gates resized following cts: 0
  – Setup fix buffers added after clock tree synthesis: 0
  – Buffers from clock root to sink, at most: 3
  – Clk root buf: sky130_fd_sc_hd__clkbuf_16

Synth
  – Mean instance size in the synthesized netlist: 8.63 sq um
  – Fraction of registers with async set/reset: 100%
  – Syn Inst Count: 7,268
  – Number of distinct library cells after synthesis: ~65
  – Number of enable flip-flop cells: 0
  – Cell Area, Synth: between 0.06 and 0.07 sq mm
  – Number of warnings printed during yosys synthesis: 2
  – Top_reg_cell synth: sky130_fd_sc_hd__dfrtp_1
  – Yosys stat chip area: roughly 0.063 sq mm
  – Flop and latch count out of synthesis: 1,024
  – Sequential cell area fraction in the yosys report: 40.8%
  – Cell total in the yosys stat output: 7,268

Min path
  – Startpoint of the worst hold path: data[23][26]$_DFF_PP0_
  – Type of the most critical hold path: reg -> reg

Floorplan
  – Chip footprint: 0.211 sq mm
  – FP Core Util: between 30 and 40%
  – Floorplan core area: approximately 0.21 sq mm
  – Horizontal die size: about 460 um
  – Number of core rows: 167
  – # IOs: 152
  – DIE HEIGHT: ~460 um

Setup path
  – Critical path launch point: raddr2[2]
  – Launch point of the worst reg-to-reg path: data[7][6]$_DFF_PP0_
  – Kind of launch point of the worst setup path: primary input
  – Largest fanout on the critical path: 38
  – Setup Crit Path Kind: in -> out
  – Endpoint arrival time on the critical path: ~7.6 ns
  – Required arrival time at the worst endpoint: 9.60 ns
  – Critical path capture point type: output port

STA
  – Number of pins exceeding their max-slew limit in the final report: 0
  – Final Worst Setup Slack: 2.03 ns
  – Min cycle time layout: about 10 ns
  – Largest clock skew in the final design: 0 ns
  – Unrepaired setup endpoints after global routing: false
  – Summed negative setup slack over all endpoints: 0 ns
  – Final setup viols: 0
  – Worst-margin pin slew: 1.39 ns
  – Worst slew margin relative to its limit: 7.17%
  – Period Utilization, post-route: 83.1%
  – Max Clk Rate: 100 MHz
  – Number of failing hold endpoints at the final stage: 0

Route
  – Routed via count: approximately 68k
  – Average wire per cell in the routed design: 43.9 um
  – Iteration-0 DRC count of the detailed router: roughly 9.5k
  – Drt pass-1 iters: 9
  – DRC violation count after routing: 0
  – Residual antenna-violating net count after detailed routing: 0
  – Post-detailed-route via-to-cell ratio: 6.78
  – DRT Wirelength: about 440 mm

Global routing
  – Largest net degree at the start of global routing: roughly 110
  – Number of antenna violations at the first check in global routing: 46
  – Total grt overflow: 0
  – Via count of the first global-routing pass: 63.3k
  – GR Util All Layers: 42.2%
  – Global-route wire length before repair: 583 mm

Power
  – Logic pwr share: 18.6%
  – Sequential share of power: a little under half
  – Switching part of the total: 35.7%
  – Static power due to leakage: 30.3 nW
  – Internal Pwr Total: 7.88 mW
  – Net switching component of the power: 4.38 mW
  – Worst vdd ir: 0.000150 V
  – Pwr Total: roughly 12 mW
  – Power density cells: 168 mW/mm^2
  – Share of power burned in the clock network: 35.3%

Placement
  – DP HPWL: 282 mm
  – Worst slack at placement: 2.44 ns
  – Gp weighted congestion: approximately 1.1
  – Port bufs: 151

Run
  – Maximum Capacitance Violations: 0
  – Total number of warnings across the stage logs: 31
## through the flow
| stage | instances | util, % | area [sq um] | hold slack (ns) |
|---|---|---|---|---|
| final | 10000 | 35.1 | 72800 | 0.593 |
| after global routing | 9988 | 35.0 | 72700 | 0.630 |
| after CTS | 9980 | 35.0 | 72700 | 0.596 |
| after detailed placement | 9745 | 32.8 | 68100 | 0.579 |
| after global placement | 9745 | 32.8 | 68100 | 0.567 |
| after floorplan | 7268 | - | 62700 | 0.541 |
## worst max-delay path, cell delays in order
cell and delay (ns):
sky130_fd_sc_hd__clkdlybuf4s50_1 0.90, sky130_fd_sc_hd__buf_4 0.36, sky130_fd_sc_hd__nor2b_4 0.63, sky130_fd_sc_hd__buf_4 0.62
sky130_fd_sc_hd__and2_1 0.90, sky130_fd_sc_hd__buf_4 0.49, sky130_fd_sc_hd__a22oi_1 0.14, sky130_fd_sc_hd__nand4b_1 0.13
sky130_fd_sc_hd__o32a_1 0.39, sky130_fd_sc_hd__clkdlybuf4s50_1 0.54
## synth_stat cells, types with 130 or more instances
cell type,number,share of area (%)
sky130_fd_sc_hd__clkbuf_1,635,3.8
sky130_fd_sc_hd__nand3_1,819,6.5
sky130_fd_sc_hd__nand4_1,288,2.9
sky130_fd_sc_hd__and3_1,177,1.8
sky130_fd_sc_hd__a21oi_1,518,4.1
sky130_fd_sc_hd__o21ai_0,562,4.5
sky130_fd_sc_hd__mux2i_1,1054,17
sky130_fd_sc_hd__a22oi_1,335,4.0
sky130_fd_sc_hd__buf_2,130,1.0
sky130_fd_sc_hd__nand2_1,587,3.5
sky130_fd_sc_hd__nor2_1,559,3.3
sky130_fd_sc_hd__dfrtp_1,1024,41
## kinds of logic (layout without fill, tap and decap cells)
kind of cell	after synthesis	in the layout	synth area share, %
muxes	1066	1066	17.0
other	0	54	0
buffers and inverters	852	776	5.41
DFF	1024	1024	40.8
and+or+nand+nor	2668	2668	20.6
AOI/OAI and AO/OA	1658	1658	16.1
## per-layer routing
metal	part of all wire, %	up-vias	track usage [%]
met1	36	33800	51.7
met3	16	1921	24.7
met5	0.062	-	1.45
met2	39	5953	55.5
li1	-	26400	-
met4	8.7	30	28.5
## power by group through the flow
stage | registers (mW) | clock network, mW | logic, mW
CTS | 5.56 | 4.34 | 2.21
global route | 5.67 | 4.46 | 2.44
finish | 5.66 | 4.33 | 2.28
## path summary, 6_finish.rpt
| kind | to | slack, ns | depth (start not counted) |
|---|---|---|---|
| min reg2reg | data[23][26]$_DFF_PP0_ | 0.59 | 2 |
| min | data[23][26]$_DFF_PP0_ | 0.59 | 2 |
| min in group asynchronous | data[5][2]$_DFF_PP0_ | 1.94 | 2 |
| max in group asynchronous | data[14][14]$_DFF_PP0_ | 6.98 | 6 |
| max | rdata2[28] | 2.03 | 10 |
| max reg2reg | data[7][6]$_DFF_PP0_ | 11.01 | 2 |
## final cells by class
cell class / instances / area (sq um)
Timing Repair Buffer: 530 / 4490
Tap cell: 2788 / 3490
Fill cell: 20700 / 135000
Antenna cell: 54 / 135
Multi-Input combinational cell: 5392 / 34400
Clock buffer: 180 / 3840
Clock inverter: 55 / 754
Inverter: 11 / 45.0
Sequential cell: 1024 / 25600
Power figures rest on the tool's default switching activity, not on a simulated workload.
