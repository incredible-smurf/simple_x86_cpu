### flow/config.mk
export PLATFORM = sky130hd
export DESIGN_NAME = nonclkRF
export DESIGN_NICKNAME = nonclkRF
export VERILOG_FILES = /design/flow/design.v
export SDC_FILE = /design/flow/constraint.sdc
export NUM_CORES = 4
export LEC_CHECK = 1
export CORE_UTILIZATION = 50
### flow/constraint.sdc
current_design nonclkRF

set clk_period 17.1
set clk_io_pct 0.2

create_clock -name clk0 -period $clk_period

set non_clock_inputs [all_inputs -no_clocks]
set_input_delay [expr $clk_period * $clk_io_pct] -clock clk0 $non_clock_inputs
set_output_delay [expr $clk_period * $clk_io_pct] -clock clk0 [all_outputs]
### flow/design.v
module nonclkRF(
        input rst,
        input we,
        input [4:0] raddr1,
        input [4:0] raddr2,
        input [4:0] waddr,
        input [31:0] wdata,
        output [31:0] rdata1,
        output [31:0] rdata2
        );
    reg [31:0] data [0:31];
    reg [8:0] i;
    reg [31:0] a1,a2;
    initial
    begin
    a1=0;
    a2=0;
    for(i=0;i<32;i=i+1) 
     begin
            data[i]=i;
        end
    end
    always@(*) 
    begin
        if(rst)  for(i=0;i<32;i=i+1) begin
            data[i]<=32'b0;
        end
        else begin
            if(we) data[waddr]<=wdata;
        end
        a1=data[raddr1];
        a2=data[raddr2];
    end
    assign rdata1=a1;
    assign rdata2=a2;
endmodule
### flow/run.sh
#!/bin/bash
# OpenROAD 26Q1-2900-gdf79404cd8, Yosys 0.63+post, stock flow scripts
make -C /OpenROAD-flow-scripts/flow DESIGN_CONFIG=/design/flow/config.mk WORK_HOME=/design/flow/orfs finish
==> flow_summary.ini <==
; yosys + openroad results
[yosys]
xor_share = 0
ys_sh_adder = 0
ys_cells = 3742
logic_family = simple AND/OR/NAND/NOR gates
mux_area_frac = 0.01658
netlist_area_um2 = 31540
ys.flops = 1024
yosysMostFrequentCell = dlxtn_1
yosys.area_share.aoi = 0.1530
ys_types = 63
edf_count = 0
yosys_warnings = 2
ys_top_cells_by_count = dlxtn_1, nand3_1, a22oi_1, nand4_1, clkbuf_1
async_flop_share = 0
top_cell_area_share = 0.4883
synth.largest_area_cell = dlxtn_1
yosys_area_um2 = 31540
ys_top_cells_by_area = dlxtn_1, nand3_1, a22oi_1, nand4_1, and3_1
simple_gate_area_frac = 0.2960
syn_avg_cell_area_um2 = 8.428
synthFlopType = dlxtn_1
postSynthCellCount = 3742

[final_layout]
areaGrowthSynthToFinish_pct = 10.33
largest_register_ffs = 1024
reg_top3 = data: 1024 flops
regMostFlops = data
final_cells = 4646
drive_gt1_frac = 0.09850

[run_status]
status = finished, violations left
violations = antenna violations, max-capacitance violations, max-slew violations

[grt]
grt_pass1_wl_um = 282100
grt_max_degree = 121
grt_use_total = 0.6668
antenna_found_initial = 30
grt.overflow.total = 0
grt_pass1_vias = 36920

[worst_setup_path]
arrival_ns = 7.99
crit_start = raddr1[4]
critPathMaxStageDelay_ns = 0.74
worst_path_most_repeated_cell = buf_4
cp.required_ns = 13.68
crit_chain = clkdlybuf4s50_1, buf_4, and2_4, buf_4, and2_1, buf_4, a22oi_1, and3_1, a31oi_1, clkdlybuf4s50_1
startpoint_type = primary input
crit_path_end_kind = output pin
critPathKind = primary input to output pin
crit_fanout = 48
critPathSlowestCell = and2_4

[placement]
post-place-cells = 4573
gp_congestion = 1.164
dp_hpwl_um = 118200
port_buffers = 113

[sta]
finalCriticalPeriod_ns = 11.41
worst_pin_slew_ns = 1.519
slew_headroom = -0.01834
hold_viol = 0
setup-violations-final = 0
maxSlewViolCount = 6
untimed_endpoints = 1024
tns_ns = 0
fmax_mhz = 87.62
unclocked_pins = 1024
rsz0062_at_grt = no
finalClockPeriodUsage = 0.6675

[job]
warnings = 53
drv_cap = 1

[detailed_routing]
routed_wl_um = 206900
first_pass_iters = 14
viasPerCell = 8.463
drtAntennaViolNets = 1
wl_per_cell_um = 44.52
vias = 39320
drt-initial-drc-count = 6494
post-route-drc-count = 0

[floorplan]
die_h_um = 253.2
core_um2 = 62050
io_pins = 113
row_count = 91
die_x_um = 253.2
die_area_um2 = 64080
fp_util = 0.5082

[cts]
hold_buffers = 0
post_cts_resized = 0
postCtsSetupBuffers = 0

[power_and_ir_drop]
power_w = 0.0007521
p_leak_nw = 14.63
vdd_drop_max_uv = 56.82
switching_share = 0.5955
p_switching_w = 0.0004478
power_density_nw_per_um2 = 21.61
p_int_w = 0.0003042

[worst_hold_path]
hp-class = primary input to output pin
whs_path_depth = 5
min_from = raddr2[3]
min_to = rdata2[14]
[final cells by class]
| cell class | instances | area, µm² |
|---|---|---|
| fillers | 5490 | 27260 |
| flip-flops and latches | 1024 | 15370 |
| multi-input cells | 2359 | 15290 |
| repair buffers | 343 | 2860 |
| well taps | 837 | 1047 |
| diodes | 73 | 182.7 |
| inverters | 10 | 37.54 |
[critical path, delay by kind of cell]
| family | cells | cell delay [ns] |
|---|---|---|
| compound gates | 2 | 0.49 |
| simple gates | 3 | 1.53 |
| buf+inv | 5 | 2.46 |
[cell families (layout without fill, tap and decap cells)]
| kind of cell | Yosys count | in the layout |
|---|---|---|
| latches | 1024 | 1024 |
| AOI/OAI and AO/OA | 624 | 624 |
| and+or+nand+nor | 1688 | 1688 |
| buffers and inverters | 359 | 353 |
| other | 0 | 73 |
| muxes | 47 | 47 |
[worst max path at each step]
stage	to	slack (ns)	depth (start not counted)
6_report	rdata1[13]	5.69	10
4_1_cts	rdata1[13]	6.02	10
5_1_grt	rdata1[13]	5.81	10
[through the flow]
step / util / hold slack [ns] / worst slack, ns / area (µm²)
2_1_floorplan: - / 7.213 / 8.536 / 31540
3_3_place_gp: 0.5578 / 7.939 / 6.070 / 34610
3_5_place_dp: 0.5578 / 7.919 / 6.048 / 34610
4_1_cts: 0.5578 / 7.922 / 6.016 / 34610
5_1_grt: 0.5588 / 7.987 / 5.814 / 34670
6_report: 0.5608 / 7.984 / 5.687 / 34800
[routing by layer]
| metal | global-route usage | up-vias | routed length [µm] | part of all wire |
|---|---|---|---|---|
| met2 | 0.7852 | 5090 | 73390 | 0.35 |
| li1 | - | 14330 | - | - |
| met3 | 0.5744 | 1891 | 44200 | 0.21 |
| met5 | 0.2124 | - | 1153 | 0.0056 |
| met4 | 0.5276 | 48 | 23130 | 0.11 |
| met1 | 0.7262 | 17960 | 64990 | 0.31 |
[cells in the final DEF, fill, tap and decap left out, types with 14 or more instances in the layout]
cell type / n
a21oi_1: 14
mux2i_1: 32
nand2b_1: 17
nor2_2: 22
and3_1: 160
nand3_1: 872
o21ai_0: 20
nor2b_2: 15
nand4_1: 262
nor3_1: 36
nor4_1: 27
nor2b_1: 25
clkdlybuf4s50_1: 105
a31oi_1: 29
diode_2: 73
a21oi_4: 32
and2_1: 14
a2111oi_0: 48
or4_1: 33
nor2_1: 68
a22oi_1: 306
a22o_1: 34
and4_1: 15
o32a_1: 41
dlxtn_1: 1024
nand2_1: 29
buf_4: 229
a222oi_1: 24
