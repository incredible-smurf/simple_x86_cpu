===== /design/flow/config.mk =====
export PLATFORM = sky130hd
export DESIGN_NAME = alu
export DESIGN_NICKNAME = alu
export VERILOG_FILES = /design/flow/design.v
export SDC_FILE = /design/flow/constraint.sdc
export NUM_CORES = 4
export LEC_CHECK = 1
export CORE_UTILIZATION = 40

===== /design/flow/design.v =====
module alu(
        input [31:0] a,         
        input [31:0] b,         
        input [5:0] aluc,     
        output [31:0] r,     
        output zero,
        output carry,
        output negative,
        output overflow);
    parameter Addu    =    4'b0000;     
    parameter Add    =    4'b0010;     
    parameter Subu    =    4'b0001;     
    parameter Sub    =    4'b0011;     
    parameter And    =    4'b0100;     
    parameter Or    =    4'b0101;     
    parameter Xor    =    4'b0110;     
    parameter Nor    =    4'b0111;     
    parameter Lui1    =    4'b1000;     
    parameter Lui2    =    4'b1001;     
    parameter Slt    =    4'b1011;     
    parameter Sltu    =    4'b1010;     
    parameter Sra    =    4'b1100;     
    parameter Sll    =    4'b1110;     
    parameter Srl    =    4'b1101;     
    parameter Divu   = 6'b010000;     
    parameter Multu   = 6'b010001;     
    parameter bits=31;
    parameter ENABLE=1,DISABLE=0;
    reg [32:0] result;
    wire signed [31:0] sa=a,sb=b;
    reg [4:0]  count=0; 
    reg [31:0] reg_qu=0; 
    reg [31:0] reg_ru=0; 
    reg [31:0] reg_bu=0; 
    reg busy=0;
    reg r_signu=0;
    wire [31:0]rr,qq; 
    assign rr = r_signu? reg_ru + reg_bu : reg_ru; 
    assign qq = reg_qu;
    wire [32:0] sub_add ;
    assign sub_add= r_signu?({reg_ru,qq[31]} + {1'b0,reg_bu}):({reg_ru,qq[31]} - {1'b0,reg_bu});
    always@(*)begin
        case(aluc)
            Addu: begin
                result=a+b;
            end
            Subu: begin
                result=a-b;
            end
            Add: begin
                result=sa+sb;
            end
            Sub: begin
                result=sa-sb;
            end
            Sra: begin
                if(a==0) {result[31:0],result[32]}={b,1'b0};
                else {result[31:0],result[32]}=sb>>>(a-1);
            end
            Srl: begin
                if(a==0) {result[31:0],result[32]}={b,1'b0};
                else {result[31:0],result[32]}=b>>(a-1);
            end
            Sll: begin
                result=b<<a;
            end
            And: begin
                result=a&b;
            end
            Or: begin
                result=a|b;
            end
            Xor: begin
                result=a^b;
            end
            Nor: begin
                result=~(a|b);
            end
            Sltu: begin
                result=a<b?1:0;
            end
            Slt: begin
                result=sa<sb?1:0;
            end
            Lui1,Lui2: result = {b[15:0], 16'b0};
            Divu:begin 
                 result=a/b;           
            end 
            Multu:begin 
                 result=a*b;   
            end
            default:
                result=a+b;
        endcase
    end
    assign r=result[31:0];
    assign carry = result[32]; 
    assign zero=(a==b)?1:0;
    assign negative=result[31];
    assign overflow=result[32];
endmodule

===== /design/flow/constraint.sdc =====
current_design alu

set clk_period 433.4
set clk_io_pct 0.2

create_clock -name clk0 -period $clk_period

set non_clock_inputs [all_inputs -no_clocks]
set_input_delay [expr $clk_period * $clk_io_pct] -clock clk0 $non_clock_inputs
set_output_delay [expr $clk_period * $clk_io_pct] -clock clk0 [all_outputs]

===== /design/flow/run.sh =====
#!/bin/bash
# OpenROAD 26Q1-2900-gdf79404cd8, Yosys 0.63+post, stock flow scripts
make -C /OpenROAD-flow-scripts/flow DESIGN_CONFIG=/design/flow/config.mk WORK_HOME=/design/flow/orfs finish

==> results.json <==
{
  "status": "completed",
  "setup_ws_ns": 173.18,
  "endpoint_kind": "output pin",
  "gp_congestion": 1.13,
  "initial_core_util": 0.403,
  "path_class": "primary input to output pin",
  "slowest_stage": "nor3_1",
  "num_rows": 141,
  "path_max_fanout": 40,
  "vdd_drop_max_v": 0.0000239,
  "syn2layout_area_growth_pct": 6.75,
  "numPortBuffers": 106,
  "grt_usage": 0.434,
  "seq_area_sq_um": 0,
  "ys_seq_share": 0,
  "slowest_delay_ns": 0.90,
  "nClkBuffers": 0,
  "tool_warnings": 100,
  "top_cell": "nand2_1",
  "top_area_frac": 0.171,
  "slew_violations": 0,
  "yosys_cells": 8517,
  "start_kind": "primary input",
  "ys_top_cells_by_count": "nand2_1, ha_1, nor2_1",
  "drtPass1Iterations": 7,
  "syn_area_per_cell_sq_um": 6.98,
  "drt_iter0_drc": 7318,
  "die_w_microns": 388,
  "layout_min_cycle_time_ns": 260.22,
  "critical-path-top-delay-family": "AND-OR/OR-AND gates",
  "maxCapViolations": 0,
  "seq_cells": 0,
  "boundaryPins": 106,
  "switching_share": 0.651,
  "grt_pass1_wl_microns": 459000,
  "fp.coreArea_sq_um": 148000,
  "top_area_cell": "ha_1",
  "cts_resized": 0,
  "wire_per_inst_microns": 31.1,
  "dieArea_sq_um": 150000,
  "grt_pass1_vias": 63755,
  "p_total_mw": 0.453,
  "p_switching_mw": 0.295,
  "grt_max_degree": 60,
  "grt-ovfl-total": 0,
  "hold_buffers": 0,
  "setup-violations-final": 0,
  "drt_wl_total_microns": 323000,
  "setup_tns_ns": 0,
  "routed_via_density": 6.46,
  "topCellsByArea": "ha_1, fa_1, nand2_1",
  "max_freq_ghz": 0.00384,
  "power.internal_mw": 0.158,
  "synth.yosys.warnings": 1,
  "path_buffers": 19,
  "synth_cells": 8517,
  "post_cts_buffers": 0,
  "crit_arrival_ns": 173.54,
  "hp-class": "primary input to output pin",
  "antenna_found_initial": 24,
  "hold_viol": 0,
  "drtAntennaViolNets": 0,
  "leakagePower_nw": 29.7,
  "dp_hpwl_microns": 252000,
  "p_per_area_nw_per_um2": 7.14,
  "rsz0062_at_grt": "no",
  "yosys_area_sq_um": 59500,
  "syn_area_sq_um": 59500,
  "ys_types": 104,
  "pre_cts_ws_ns": 175.91,
  "drc": 0,
  "vias": 67197,
  "drive_above_1_share": 0.0712,
  "crit_required_ns": 346.72,
  "max_slew_margin": 0.0391,
  "period_used_share": 0.600,
  "worstMarginPinSlew_ns": 1.43,
  "die_h_microns": 388
}
==> layout make-up <==
class,instances,area [sq um]
Antenna cell,14,35.0
Fill cell,15225,84200
Inverter,769,2890
Multi-Input combinational cell,7310,55100
Tap cell,1930,2410
Timing Repair Buffer,387,3060
==> cell families (layout without fill, tap and decap cells) <==
logic type	count (synthesis)	count (layout)	synth area share
AND/OR/NAND/NOR	2982	2982	0.226
AND-OR/OR-AND	2360	2360	0.261
adder cells (fa/ha/maj)	1256	1256	0.320
buffers and inverters	1207	1156	0.0772
XOR/XNOR	526	526	0.0775
multiplexers	186	186	0.0379
other	0	14	0
==> final timing paths <==
kind,to,from,slack [ns],depth (start not counted)
min,r[9],b[9],174.73,5
max,r[0],b[26],173.18,301
==> stage by stage <==
step                hold WS [ns]  instance area, sq um  utilization  instances
detailed placement        174.68                 63500        0.430      10395
finish                    174.73                 63500        0.430      10410
global placement          174.72                 63400        0.430      10394
global route              174.78                 63500        0.430      10399
floorplan                 173.57                 59500            -       8517
CTS                       174.69                 63500        0.430      10395
==> per-layer routing <==
layer  vias to the layer above  global-route usage  wire length [microns]
met5                         -             0.00893                    330
met2                      4085               0.605                 130000
li1                      29956                   -                      -
met1                     32133               0.573                 128000
met3                       997               0.173                  42200
met4                        26               0.238                  23000
==> cell usage in the layout (no fill, tap or decap), drive strengths merged, types with 54 or more instances in the layout <==
cell,synthesis,final
nand2,1151,1151
ha,815,815
nor2,813,813
inv,758,762
a21oi,606,606
o21ai,473,473
fa,441,441
xnor2,343,343
buf,92,305
a21o,225,225
nor3,219,219
nand3,188,188
xor2,183,183
o21a,148,148
a31oi,113,113
o211ai,103,103
mux2,95,95
nand4,91,91
clkdlybuf4s50,0,82
or3,77,77
nor2b,74,74
nand2b,70,70
mux2i,70,70
a211oi,66,66
o31ai,64,64
and3,63,63
a221oi,61,61
or2,59,59
and2,57,57
o21bai,54,54
